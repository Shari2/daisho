==> design.v <==
module usb2_ulpi (
input	wire			reset_n,
output	wire			reset_local,
input	wire			opt_disable_all,
input	wire			opt_enable_hs,
input	wire			opt_ignore_vbus,
output	wire			stat_connected,
output	reg				stat_fs,
output	reg				stat_hs,
input	wire			phy_clk,
input	wire	[7:0]	phy_d_in,
output	wire	[7:0]	phy_d_out_mux,
output	wire			phy_d_oe,
input	wire			phy_dir,
output	wire			phy_stp,
input	wire			phy_nxt,
output	wire			pkt_out_act,
output	wire	[7:0]	pkt_out_byte,
output	wire			pkt_out_latch,
output	wire			pkt_in_cts,
output	wire			pkt_in_nxt,
input	wire	[7:0]	pkt_in_byte,
input	wire			pkt_in_latch,
input	wire			pkt_in_stp,
output	wire			se0_reset,
output	wire	[1:0]	dbg_linestate
);
	reg				reset_1, reset_2;
	reg				reset_ulpi;
	assign			reset_local = reset_n & reset_ulpi;
	reg				opt_enable_hs_1, opt_enable_hs_2;
	reg				opt_ignore_vbus_1, opt_ignore_vbus_2;
	reg				phy_dir_1;
	reg		[7:0]	phy_d_out;
	reg		[7:0]	phy_d_next;
	reg				phy_d_sel;
	assign	phy_d_out_mux 	= phy_d_sel ? pkt_in_byte : phy_d_out;
	assign	phy_d_oe = !phy_dir_1;
	reg				phy_stp_out;
	assign			phy_stp			= phy_stp_out ^ pkt_in_stp;
	reg		[7:0]	in_rx_cmd;
	reg				know_recv_packet;				 
	reg		[1:0]	last_line_state;
	wire	[1:0]	line_state	= in_rx_cmd[1:0];
	wire	[1:0]	vbus_state	= in_rx_cmd[3:2];
	wire	[1:0]	rx_event	= in_rx_cmd[5:4];
	wire			vbus_valid	= (vbus_state == 2'b11);
	reg				vbus_valid_1; 
	assign			stat_connected = vbus_valid;	 
	wire			rx_active	= (rx_event[0]);
	reg		[2:0]	tx_cmd_code;					 
	reg		[7:0]	tx_reg_addr;					 
	reg		[7:0]	tx_reg_data_rd;					 
	reg		[7:0]	tx_reg_data_wr;					 
	reg		[3:0]	tx_pid;							 
	parameter [2:0]	TX_CMD_XMIT_NOPID	= 3'b001,	 
					TX_CMD_XMIT_PID		= 3'b101,	
					TX_CMD_REGWR_IMM	= 3'b010,
					TX_CMD_REGWR_EXT	= 3'b110,
					TX_CMD_REGRD_IMM	= 3'b011,
					TX_CMD_REGRD_EXT	= 3'b111;
	assign	pkt_out_latch 	= pkt_out_act & phy_dir & phy_nxt;
	assign	pkt_out_byte 	= pkt_out_latch ? phy_d_in : 8'h0;
	assign	pkt_out_act 	= (rx_active | know_recv_packet) & phy_dir;
	assign	pkt_in_cts		= ~phy_dir & can_send;
	assign	pkt_in_nxt		= phy_nxt && (state == ST_PKT_1 || state == ST_PKT_2);
	reg				pkt_in_latch_defer;
	reg				can_send;
	reg		[3:0]	can_send_delay;
	reg		[6:0]	state;
	reg		[6:0]	state_next;
	parameter [6:0]	ST_RST_0			= 7'd0,
					ST_RST_1			= 7'd1,
					ST_RST_2			= 7'd2,
					ST_RST_3			= 7'd3,
					ST_RST_4			= 7'd4,
					ST_IDLE				= 7'd10,
					ST_RX_0				= 7'd20,
					ST_TXCMD_0			= 7'd30,
					ST_TXCMD_1			= 7'd31,
					ST_TXCMD_2			= 7'd32,
					ST_TXCMD_3			= 7'd33,
					ST_PKT_0			= 7'd40,
					ST_PKT_1			= 7'd41,
					ST_PKT_2			= 7'd42,
					ST_CHIRP_0			= 7'd50,
					ST_CHIRP_1			= 7'd51,
					ST_CHIRP_2			= 7'd52,
					ST_CHIRP_3			= 7'd53,
					ST_CHIRP_4			= 7'd54,
					ST_CHIRP_5			= 7'd55;
	reg		[7:0]	dc;
	reg		[11:0]	dc_wrap;
	wire			se0_bus_reset 	= (dc_wrap == 710); 
	assign			se0_reset		= se0_bus_reset;
	assign 			dbg_linestate = line_state;
always @(posedge phy_clk) begin
	{reset_2, reset_1} <= {reset_1, reset_n};
	{opt_enable_hs_2, opt_enable_hs_1} <= {opt_enable_hs_1, opt_enable_hs};
	{opt_ignore_vbus_2, opt_ignore_vbus_1} <= {opt_ignore_vbus_1, opt_ignore_vbus};
	vbus_valid_1 <= vbus_valid;
	phy_dir_1 <= phy_dir;
	dc <= dc + 1'b1;
	if(can_send) begin 
		if(can_send_delay < stat_hs ? 4'hF : 4'h0) 
			can_send_delay <= can_send_delay + 1'b1;
	end else begin
		can_send_delay <= 0;
	end
	phy_stp_out <= 1'b0;
	phy_d_out <= phy_d_next;
	if(pkt_in_latch) pkt_in_latch_defer <= 1;
	case(state)
	ST_RST_0: begin
		phy_d_out <= 8'h0;
		phy_d_next <= 8'h0;
		phy_stp_out <= 1'b0;
		phy_dir_1 <= 1'b1;
		stat_fs <= 1'b0;
		stat_hs <= 1'b0;
		can_send <= 1'b0;
		vbus_valid_1 <= 1'b0;
		dc <= 0;
		dc_wrap <= 0;
		pkt_in_latch_defer <= 0;
		if(opt_disable_all) 
			state <= ST_RST_0;
		else
			state <= ST_RST_1;
	end
	ST_RST_1: begin
		reset_ulpi <= 1;
		tx_cmd_code <= 		TX_CMD_REGWR_IMM;
		tx_reg_addr <= 		6'h4;
		tx_reg_data_wr <= {	2'b01, 		 
							1'b1, 		 
							2'b00, 		 
							1'b1,		 
							2'b01		 
		};
		if(dc == 255) dc_wrap <= dc_wrap + 1'b1;
		if(~phy_dir & dc_wrap == 2000) begin
			state <= ST_TXCMD_0;	
			state_next <= ST_RST_2;
		end
	end
	ST_RST_2: begin
		if(dc == 255) state <= ST_RST_0;
		if(phy_dir) state <= ST_RST_3;
	end
	ST_RST_3: begin
		if(phy_dir) state <= ST_RX_0;
		state_next <= ST_RST_4;
	end
	ST_RST_4: begin
		tx_cmd_code <= 		TX_CMD_REGWR_IMM;
		tx_reg_addr <= 		6'hA;
		tx_reg_data_wr <= 	8'h0;
		state <= ST_TXCMD_0;
		state_next <= ST_IDLE;
	end
	ST_IDLE: begin
		if(line_state == 2'b00) begin
			if(dc == 255) dc_wrap <= dc_wrap + 1'b1;
		end else begin
			dc_wrap <= 0;
		end
		know_recv_packet <= 0;
		if(phy_dir & ~phy_dir_1) begin
			can_send <= 0;
			know_recv_packet <= phy_nxt;
			dc <= 0;
			state <= ST_RX_0;
			state_next <= ST_IDLE;
		end else begin
			can_send <= 1;
			if(pkt_in_latch | pkt_in_latch_defer) begin	
				state <= ST_PKT_0;
			end else
			if(se0_bus_reset & opt_enable_hs_2) begin
				state <= ST_CHIRP_0;
			end
		end
	end
	ST_RX_0: begin
		if(~phy_nxt) in_rx_cmd <= phy_d_in;
		if(~phy_dir) begin
			state <= state_next;
		end
	end
	ST_TXCMD_0: begin
		if(~tx_cmd_code[2]) begin
			if(~tx_cmd_code[1]) 
				phy_d_next <= {tx_cmd_code[1:0], 6'b0};					 
			else 				
				phy_d_next <= {tx_cmd_code[1:0], tx_reg_addr[5:0]};		 
		end else begin
			if(~tx_cmd_code[1]) 
				phy_d_next <= {tx_cmd_code[1:0], 2'b0, tx_pid[3:0]};	 
			else 				
				phy_d_next <= {tx_cmd_code[1:0], 6'b101111};			 
		end
		if(phy_nxt) begin
			if(tx_cmd_code[0]) begin
				phy_d_out <= 0;
				state <= ST_TXCMD_2;
			end else begin
				phy_d_out <= tx_reg_data_wr;
				phy_d_next <= 0;
				state <= ST_TXCMD_1;	 
			end
		end
		if(~tx_cmd_code[1]) begin
			state <= state_next;
		end
	end
	ST_TXCMD_1: begin
		phy_stp_out <= 1'b1;
		state <= state_next;
	end
	ST_TXCMD_2: begin
		if(phy_dir) state <= ST_TXCMD_3;
	end 
	ST_TXCMD_3: begin
		tx_reg_data_rd <= phy_d_in;
		state <= state_next;
	end
	ST_PKT_0: begin
		tx_cmd_code <= TX_CMD_XMIT_PID;
		tx_pid <= pkt_in_byte[3:0];
		can_send <= 0;
		state <= ST_TXCMD_0;
		state_next <= ST_PKT_1;
	end
	ST_PKT_1: begin
		if(phy_nxt) begin
			state <= ST_PKT_2;
			phy_d_sel <= 1;
		end
	end
	ST_PKT_2: begin
		if(pkt_in_stp) begin
			phy_d_sel <= 0;
			phy_d_out <= 0;
			phy_d_next <= 0;
			pkt_in_latch_defer <= 0;
			state <= ST_IDLE;
		end
	end
	ST_CHIRP_0: begin
		tx_cmd_code <= 		TX_CMD_REGWR_IMM;
		tx_reg_addr <= 		6'h4;
		tx_reg_data_wr <= {	2'b01, 		 
							1'b0, 		 
							2'b10, 		 
							1'b0,		 
							2'b00		 
		};
		state <= ST_TXCMD_0;	
		state_next <= ST_CHIRP_1;
	end
	ST_CHIRP_1: begin
		tx_cmd_code <= 		TX_CMD_XMIT_NOPID;
		tx_reg_addr <= 		6'h4;
		dc_wrap <= 0;
		state <= ST_TXCMD_0;	
		state_next <= ST_CHIRP_2;
	end
	ST_CHIRP_2: begin
		if(phy_nxt) begin
			phy_d_out <= 8'h0;
			phy_d_next <= 8'h0;
			if(dc == 255) dc_wrap <= dc_wrap + 1'b1;
			if(dc_wrap == 600) begin
				phy_stp_out <= 1'b1;
				state <= ST_CHIRP_3;
			end
		end
	end
	ST_CHIRP_3: begin
		if(phy_dir & ~phy_dir_1) begin
			state <= ST_RX_0;
			state_next <= ST_CHIRP_4;
		end
	end
	ST_CHIRP_4: begin
		tx_cmd_code <= 		TX_CMD_REGWR_IMM;
		tx_reg_addr <= 		6'h4;
		tx_reg_data_wr <= {	2'b01, 		 
							1'b0, 		 
							2'b00, 		 
							1'b0,		 
							2'b00		 
		};
		if(~phy_dir && phy_d_in == 8'h0) state <= ST_TXCMD_0;	
		state_next <= ST_CHIRP_5;
	end
	ST_CHIRP_5: begin
		stat_hs <= 1'b1;
		state <= ST_IDLE;
	end
	default: state <= ST_RST_0;
	endcase
	if(~reset_2) state <= ST_RST_0;
	if(~opt_ignore_vbus_2) begin
		if(~vbus_valid & vbus_valid_1) begin
			reset_ulpi <= 0;
			state <= ST_RST_0;
		end
	end
end
endmodule
==> run.sh <==
#!/bin/bash
# OpenROAD 26Q1-2900-gdf79404cd8, Yosys 0.63+post, stock flow scripts
make -C /OpenROAD-flow-scripts/flow DESIGN_CONFIG=/design/flow/config.mk WORK_HOME=/design/flow/orfs finish
==> config.mk <==
export PLATFORM = sky130hd
export DESIGN_NAME = usb2_ulpi
export DESIGN_NICKNAME = usb2_ulpi
export VERILOG_FILES = /design/flow/design.v
export SDC_FILE = /design/flow/constraint.sdc
export NUM_CORES = 4
export LEC_CHECK = 1
export CORE_UTILIZATION = 40
==> constraint.sdc <==
current_design usb2_ulpi

set clk_period 5.2
set clk_io_pct 0.2

create_clock -name clk0 -period $clk_period [get_ports {phy_clk}]

set non_clock_inputs [all_inputs -no_clocks]
set_input_delay [expr $clk_period * $clk_io_pct] -clock clk0 $non_clock_inputs
set_output_delay [expr $clk_period * $clk_io_pct] -clock clk0 [all_outputs]
==> Slide: Implementation Results <==
Physical Implementation Snapshot

Clocking
  – CTS resizes: 0
  – Hold_buf cts: 0
  – Clock slew at reported path FFs: roughly 80 ps
  – CTS Buf Count: 9
  – CTS sink count: roughly 81
  – Worst-Skew Late Latency: around 360 ps
  – Clock root cell: clkbuf_8
  – TritonCTS clock tree: yes
  – H-tree level count: 3
  – Setup Buffers After CTS: 0
  – Max clock buf depth: 2

Worst setup path
  – R2r startpoint: state[5]
  – Setup crit start: phy_dir
  – Worst Path Arrival: approximately 2700 ps
  – Worst reg2reg path depth: 5
  – CP Class: in2out
  – Worst Setup End Kind: output pin
  – Worst Setup Start Kind: input port
  – Critical Path RT: about 4200 ps
  – CP Max Fanout: 14

Synth
  – Seq cells post-synth: 81
  – Post-synth EDFFs: 47
  – Async SR Flop Fraction: 0
  – # Cells Yosys: between 400 and 500
  – Top post-synthesis cells by count: 54 x nor2_1, 47 x edfxtp_1, 34 x dfxtp_1, 33 x nand2_1, 25 x nand3_1
  – Top-area cell share: 0.323
  – Most frequent cell after synthesis: nor2_1
  – Syn Area/Cell: 9.70 sq um
  – Yosys stat area: 0.00436 sq mm
  – Synthesis Warnings: 1
  – Unique cell type count in the Yosys netlist: 72
  – Seq share, synth: 0.479
  – Post-Syn Instances: ~450
  – Top cells by area: edfxtp_1 32%, dfxtp_1 16%, nor2_1 4.6%
  – Synth Cell Area: approximately 0.0044 sq mm
  – Area leader, netlist: edfxtp_1
  – Main flop type: edfxtp_1

Global routing
  – Vias in the first global route: between 3000 and 4000
  – Initial antenna violation count: 0
  – Remaining global-route overflow: 0
  – Largest net degree at the start of global routing: 27
  – First-pass GRT wire length: about 19000 microns
  – GRT Overall Usage: 0.234

Floorplan
  – Io pins: between 50 and 60
  – Die area: 0.0113 sq mm
  – Initial Utilization: 0.417
  – Die Width: 106 microns
  – Die Y-Extent: around 110 microns
  – Core area: ~0.010 sq mm
  – Rows: 37

STA
  – Post-route setup slack: ~1500 ps
  – Final min period: around 3700 ps
  – Clk_skew: ~13 ps
  – Final setup viols: 0
  – Slew Viols, Final: 0
  – Worst-Margin Slew: roughly 950 ps
  – Setup_tns: 0 ps
  – Cycle use final: 0.717
  – Slew Limit Headroom: 0.366
  – Fin. Hold Viols: 0
  – RSZ-0062 raised after global routing: no
  – Peak Freq: 0.268 GHz

Cells and area
  – Layout area overhead: 19.2%
  – Fill cells: approximately 980
  – Flop area: 0.00209 sq mm
  – Gate Area: roughly 0.0021 sq mm
  – Layout cells sized above 1: 0.0898

Detailed routing
  – Avg WL per Cell: between 15 and 20 microns
  – Vias per std cell: about 5.7
  – Via count: around 3700
  – DRC violations left: 0
  – WL final: around 12000 microns
  – Diodes inserted: 0
  – DR iter-0 viols: 217
  – DRT Pass-1 Iters: 4
  – Antenna Violating Nets Remaining: 0

Power and ir drop
  – Leakage: approximately 1.9 nW
  – Switch Pwr: 0.323 mW
  – Switch share: 0.245
  – Sequential Power Share: 0.542
  – Max IR drop VDD: 0.122 mV
  – P per Cell Area: 254 mW/mm^2
  – P_int: between 0.9 and 1 mW
  – Total power: 1.32 mW
  – Clock share of power: 0.380
  – Comb pwr share: 0.078

Placed design
  – DP Wirelength: between 8000 and 9000 microns
  – Dpl ws: ~1500 ps
  – I/O Buffers: approximately 52
  – Routability cong.: between 0.9 and 1

Run
  – Log Warnings: 27
  – Max-Cap Viols: 0

Hold path
  – Hold Path Cell Cnt: 0
  – Hold Crit Class: reg2reg
  – Hold path start: reset_1

Status
  – Outcome: complete, no violations
==> metrics by stage <==
step / cell area [sq um] / hold WS [ps] / instances / util
2_1_floorplan: 4370 / 310 / 451 / -
3_3_place_gp: 4990 / 310 / 621 / 0.477
3_5_place_dp: 4990 / 313 / 621 / 0.477
4_1_cts: 5200 / 333 / 637 / 0.497
5_1_grt: 5200 / 349 / 637 / 0.497
6_report: 5200 / 333 / 637 / 0.497
==> routing by layer <==
metal,GRT usage,share of wire
met1,0.373,0.46
met2,0.324,0.42
met3,0.0582,0.086
met4,0.0783,0.036
met5,0,0
==> flip-flops by register name (all words and copies together) (netlist names), 2 cells and up <==
register,flops
dc_wrap,12
dc,8
phy_d_next,8
phy_d_out,8
state,7
state_next,6
in_rx_cmd,5
tx_pid,4
tx_cmd_code,3
tx_reg_data_wr,3
tx_reg_addr,2
==> power by group through the flow <==
| stage | clock network [mW] | registers (mW) | logic [mW] |
|---|---|---|---|
| CTS | 0.512 | 0.715 | 0.103 |
| finish | 0.502 | 0.715 | 0.103 |
| global route | 0.543 | 0.719 | 0.114 |
==> layout by cell type (no fill, tap or decap), types with 7 or more instances in the layout <==
master and count:
a21oi_1 14, and3_1 14, buf_4 7, clkbuf_8 10
clkdlybuf4s50_1 52, dfxtp_1 34, edfxtp_1 47, inv_1 16
mux2_2 8, nand2_1 33, nand2b_1 7, nand3_1 25
nor2_1 54, nor2b_1 12, nor3_1 7, o21ai_0 16
xor2_1 13
==> layout make-up <==
cell class / instances / share of cell area
clock inverter: 6 / 0.0139
timing repair buffer: 59 / 0.110
tap: 136 / 0.0327
multi-input combinational: 329 / 0.403
inverter: 16 / 0.0115
clock buffer: 10 / 0.0264
sequential: 81 / 0.402
==> critical path, cell delays in order <==
cell	delay, ps
clkdlybuf4s50_1	450
buf_4	220
o21a_1	300
and3_1	200
clkdlybuf4s50_1	460
==> path summary, 6_finish.rpt <==
check	to	slack, ps
setup / recovery	pkt_out_byte[7]	1470
hold / removal	reset_2	330
setup reg to reg	phy_d_out[0]	2190
hold reg to reg	reset_2	330
==> cell families after synthesis <==
| kind of cell | share of synthesized area |
|---|---|
| adders and majority gates | 0.0115 |
| other | 0.000859 |
| muxes | 0.0298 |
| xor gates and xnor gates | 0.0381 |
| DFF | 0.479 |
| buffers and inverters | 0.0407 |
| and+or+nand+nor | 0.249 |
| AOI/OAI and AO/OA | 0.151 |
Power is estimated from default activity; no workload was simulated.
